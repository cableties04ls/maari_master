`./design.v`:
```
module alu (
    input wire clk,          
    input wire en,           
    input wire rst,          
    input wire [7:0] a,       
    input wire [7:0] b,       
    input wire [31:0] int_result, 
    output wire [31:0] out    
);
wire [31:0] c;
assign c = a * b;
assign out = c  + int_result ;
endmodule
module top(
    input wire clk,
    input wire rst,
    input wire en,
    input wire [7:0] input1,
    input wire [7:0] input2,
    input wire [7:0] input3,
    input wire [7:0] input4,
    input wire [7:0] input5,
    input wire [7:0] input6,
    input wire [7:0] input7,
    input wire [7:0] input8,
    input wire [7:0] input9,
    input wire [7:0] filter1,
    input wire [7:0] filter2,
    input wire [7:0] filter3,
    input wire [7:0] filter4,
    input wire [7:0] filter5,
    input wire [7:0] filter6,
    input wire [7:0] filter7,
    input wire [7:0] filter8,
    input wire [7:0] filter9,
    output wire [31:0] result
);
reg [7:0] input_reg;
reg [7:0] filter_reg;
reg [31:0] int_result;
reg [31:0] result_reg;
wire [31:0] result1;
reg [3:0] counter;
reg [3:0] current_state;
alu alu1(
    .clk(clk),
    .rst(rst),
    .en(en),
    .a(input_reg),
    .b(filter_reg),
    .int_result(int_result),
    .out(result1)
);
assign result = result_reg;
parameter 
    IDLE = 0,
    Stage1 = 1,
    Stage2 = 2,
    Stage3 = 3,
    Stage4 = 4,
    Stage5 = 5,
    Stage6 = 6,
    Stage7 = 7,
    Stage8 = 8,
    Stage9 = 9;
always @ (posedge clk or posedge rst) begin
    if (rst) begin
        current_state <= IDLE;
    end
    else begin
        case (current_state)
            IDLE: begin
                if (en)
                    current_state <= Stage1;
                else
                    current_state <= IDLE;
            end
            Stage1: begin
                input_reg <= input1;
                filter_reg <= filter1;
                int_result <= 0;
                result_reg <= result1;
                current_state <= Stage2;
            end
            Stage2: begin
                input_reg <= input2;
                filter_reg <= filter2;
                int_result <= result1;
                result_reg <= result1;
                current_state <= Stage3;
            end
            Stage3: begin
                input_reg <= input3;
                filter_reg <= filter3;
                int_result <= result1;
                result_reg <= result1;
                current_state <= Stage4;
            end
            Stage4: begin
                input_reg <= input4;
                filter_reg <= filter4;
                int_result <= result1;
                result_reg <= result1;
                current_state <= Stage5;
            end
            Stage5: begin
                input_reg <= input5;
                filter_reg <= filter5;
                int_result <= result1;
                result_reg <= result1;
                current_state <= Stage6;
            end
            Stage6: begin
                input_reg <= input6;
                filter_reg <= filter6;
                int_result <= result1;
                result_reg <= result1;
                current_state <= Stage7;
            end
            Stage7: begin
                input_reg <= input7;
                filter_reg <= filter7;
                int_result <= result1;
                result_reg <= result1;
                current_state <= Stage8;
            end
            Stage8: begin
                input_reg <= input8;
                filter_reg <= filter8;
                int_result <= result1;
                result_reg <= result1;
                current_state <= Stage9;
            end
            Stage9: begin
                input_reg <= input9;
                filter_reg <= filter9;
                int_result <= result1;
                result_reg <= result1;
                current_state <= IDLE;
            end
        endcase
    end
end
endmodule
```
`./run.sh`:
```
#!/bin/bash
# OpenROAD 26Q1-2900-gdf79404cd8, Yosys 0.63+post, stock flow scripts
make -C /OpenROAD-flow-scripts/flow DESIGN_CONFIG=/design/flow/config.mk WORK_HOME=/design/flow/orfs finish
```
`./constraint.sdc`:
```
current_design top

set clk_period 16.0
set clk_io_pct 0.2

create_clock -name clk0 -period $clk_period [get_ports {clk}]

set non_clock_inputs [all_inputs -no_clocks]
set_input_delay [expr $clk_period * $clk_io_pct] -clock clk0 $non_clock_inputs
set_output_delay [expr $clk_period * $clk_io_pct] -clock clk0 [all_outputs]
```
`./config.mk`:
```
export PLATFORM = sky130hd
export DESIGN_NAME = top
export DESIGN_NICKNAME = top
export VERILOG_FILES = /design/flow/design.v
export SDC_FILE = /design/flow/constraint.sdc
export NUM_CORES = 4
export LEC_CHECK = 1
export CORE_UTILIZATION = 50
```
==> qor.yml <==
row_count: 43
overflow: 0
ioPinCount: 179
yosys_cells: 695
groute.usage.overall: 0.2765
critPathLaunch: "input_reg[1]"
grt_pass1_vias: 5834
ys.flops: 90
ys_async_sr_fraction: 0.1111
hold_viol: 0
fa_ha_area_frac: 0.1954
dr.pass1.iters: 5
synthXorXnorAreaFrac: 0.03866
cp.depth: 20
portBuffers: 178
fin_crit_ns: 6.390
rrSetupSlack_ns: 9.61
place_hpwl_um: 15000
ys_sh_mux: 0.005523
clock-sinks: 90
worst_ep_arrival_time_ns: 6.59
reg2reg_from: "input_reg[1]"
antenna_found_initial: 0
cts_resized: 0
fp.dieH_um: 122.4
syn_area_mm2: 0.007249
r2r_end: "int_result[24]"
cp_slowest_cell: "o41ai_1"
ys_chip_area_mm2: 0.007249
layout-drive-gt1-share: 0.04079
core_area_mm2: 0.01399
vias: 5947
peakVddDrop_mv: 0.05026
slew_headroom: 0.5162
synth.logic.top_family: "adder cells"
yosysWarnings: 1
flop_cell: "edfxtp_1"
worst_pin_slew_ns: 0.7163
postCtsSetupRepairBufs: 0
drv_cap: 0
diodes: 0
p_comb_frac: 0.082
grt_pass1_wl_um: 29670
die_w_um: 122.4
endpoint: "int_result[24]"
wl_per_cell_um: 18.37
fin_util: 0.6750
outcome: "completed"
endpoint_kind: "flip-flop"
clkTransAtPathRegs_ns: 0.08
clock.latency.late_pin_ns: 0.35
cpPeakStageDelay_ns: 0.60
finalSetupViolations: 0
fin_tns_setup_ns: 0
cts_tree: "built"
synth-edff-count: 80
synth_cell_type_count: 59
maxSlewViolCount: 0
path_cells: "and2_1 > fa_1 > fa_1 > inv_1 > fa_1 > fa_1 > inv_1 > ha_1 > a211oi_1 > nor2_1 > o41ai_1 > o21ai_0 > xor2_1 > ha_1 > and4_1 > nand3_1 > a211oi_2 > o21ai_1 > or3_1 > a21oi_1"
ant_nets: 0
ys_sh_simple: 0.1526
p_leak_uw: 0.003764
drt-initial-drc-count: 338
grt_max_degree: 62
initCoreUtil: 0.5182
ys_seq_frac: 0.3661
cp_num_buf_inv: 2
mostFrequentLayoutCell: "clkdlybuf4s50_1"
critPathKind: "reg -> reg"
max_freq_mhz: 156.5
top_area_cell: "edfxtp_1"
p_sw_frac: 0.2141
yosys-top-cells-area: "edfxtp_1 33%, fa_1 10%, ha_1 9.3%"
area_growth_pct: 30.26
setup_slack_ns: 9.610
dieArea_mm2: 0.01498
preCtsSetupSlack_ns: 9.610
rsz0062_at_grt: "false"
seqPwrFrac: 0.505
path_common_cell: "fa_1"
synthAoiAreaFrac: 0.1919
drc: 0
synth_cells: 695
clock_path_buffers: 2
reg2regPathDepth: 20
cts_made_buffers: 9
cp_top_family: "adder cells"
path_max_fanout: 8
power.net_switching_uw: 107.1
wl_um: 19070
skew_ns: 0.01663
cp.required_ns: 16.20
clkPwrFrac: 0.412
p_int_uw: 393.0
hp-class: "reg -> reg"
fin_crit_sh: 0.3994
worstSetupStartpointType: "flip-flop"
top_cell_area_share: 0.3314
viasPerCell: 5.729
powerDensity_mw_per_mm2: 52.96
warnings: 28
htreeDepth: 3
cts_hold_buf: 0
root_buffer: "clkbuf_16"
syn-mean-instance-area_um2: 10.43
mostFrequentLayoutCells: "178 x clkdlybuf4s50_1, 80 x edfxtp_1, 76 x and2_1, 61 x inv_1, 54 x ha_1"
gp_congestion: 0.9470
## per-stage QoR
stage	hold slack [ns]	std cells	cell area [um2]	power (uW)
3_5_place_dp	0.3646	1023	9159	299.1
4_1_cts	0.3796	1038	9443	505.0
3_3_place_gp	0.3619	1023	9159	298.8
6_report	0.3809	1038	9443	500.1
2_1_floorplan	0.3519	695	7249	260.4
5_1_grt	0.3905	1038	9443	516.9
## power by group through the flow
stage	clock [uW]	combinational, uW	sequential, uW
6_report	206	41.2	253
5_1_grt	221	43.3	253
4_1_cts	211	41.3	253
## area by class of cell
class,instances,area (um2)
Sequential cell,90,2654
Timing Repair Buffer,181,1804
Clock inverter,6,58.81
Clock buffer,9,225.2
Multi-Input combinational cell,511,4247
Fill cell,1039,4546
Inverter,61,229.0
Tap cell,180,225.2
## synthesized netlist by cell type, drive strengths merged (4+ instances only)
| master | instances |
|---|---|
| nand3 | 11 |
| a31oi | 19 |
| a22o | 32 |
| nor3 | 9 |
| nor2 | 39 |
| edfxtp | 80 |
| nor2b | 5 |
| nand2 | 31 |
| xnor2 | 20 |
| dfrtp | 9 |
| and3 | 5 |
| clkbuf | 21 |
| nand2b | 5 |
| o21ai | 15 |
| xor2 | 12 |
| a21oi | 25 |
| a211oi | 7 |
| nand4 | 7 |
| and2 | 76 |
| a21o | 15 |
| ha | 54 |
| mux2i | 4 |
| a221oi | 36 |
| o21a | 9 |
| buf | 12 |
| inv | 61 |
| fa | 37 |
## logic make-up (layout without fill, tap and decap cells)
| kind of cell | after synthesis | count (layout) |
|---|---|---|
| adder cells (fa/ha/maj) | 91 | 91 |
| flip-flops | 90 | 90 |
| XOR/XNOR | 32 | 32 |
| buffers and inverters | 94 | 257 |
| multiplexers | 4 | 4 |
| AND/OR/NAND/NOR | 205 | 205 |
| AND-OR/OR-AND | 179 | 179 |
## how the worst min path moves through the flow
stage | start | end | slack [ns] | depth (start not counted)
after CTS | current_state[5] | current_state[3] | 0.38 | 0
after global routing | current_state[5] | current_state[3] | 0.39 | 0
final | current_state[5] | current_state[3] | 0.38 | 0
## layer usage
metal,vias to the layer above,track usage,share of wire
met5,-,0,0
met4,0,0.07241,0.031
met3,30,0.06736,0.073
met2,228,0.4277,0.48
met1,2830,0.4115,0.42
li1,2859,-,-
## worst reg2reg max path: stages, from the launching register on
cell and delay (ns):
edfxtp_1 0.47, and2_1 0.22, fa_1 0.44, fa_1 0.54, inv_1 0.05, fa_1 0.46, fa_1 0.54, inv_1 0.04
ha_1 0.23, a211oi_1 0.28, nor2_1 0.10, o41ai_1 0.60, o21ai_0 0.23, xor2_1 0.20, ha_1 0.43, and4_1 0.24
nand3_1 0.09, a211oi_2 0.39, o21ai_1 0.17, or3_1 0.34, a21oi_1 0.14
Power is estimated from default activity; no workload was simulated.
