==> design/flow/design.v <==
module async_counter(
    input wire clk,
    input wire In1,     
    input wire reset,   
    output wire [9:0] q 
);
reg [9:0] count = 10'b0000000000;       
always @(posedge In1 or posedge reset) begin
    if (reset) begin
        count[0] <= 1'b0;
    end else begin
        count[0] <= ~count[0];
    end
end
always @(negedge count[0] or posedge reset) begin
    if (reset) begin
        count[1] <= 1'b0;
    end else begin
        count[1] <= ~count[1];
    end
end
always @(negedge count[1] or posedge reset) begin
    if (reset) begin
        count[2] <= 1'b0;
    end else begin
        count[2] <= ~count[2];
    end
end
always @(negedge count[2] or posedge reset) begin
    if (reset) begin
        count[3] <= 1'b0;
    end else begin
        count[3] <= ~count[3];
    end
end
always @(negedge count[3] or posedge reset) begin
    if (reset) begin
        count[4] <= 1'b0;
    end else begin
        count[4] <= ~count[4];
    end
end
always @(negedge count[4] or posedge reset) begin
    if (reset) begin
        count[5] <= 1'b0;
    end else begin
        count[5] <= ~count[5];
    end
end
always @(negedge count[5] or posedge reset) begin
    if (reset) begin
        count[6] <= 1'b0;
    end else begin
        count[6] <= ~count[6];
    end
end
always @(negedge count[6] or posedge reset) begin
    if (reset) begin
        count[7] <= 1'b0;
    end else begin
        count[7] <= ~count[7];
    end
end
always @(negedge count[7] or posedge reset) begin
    if (reset) begin
        count[8] <= 1'b0;
    end else begin
        count[8] <= ~count[8];
    end
end
always @(negedge count[8] or posedge reset) begin
    if (reset) begin
        count[9] <= 1'b0;
    end else begin
        count[9] <= ~count[9];
    end
end
assign q = count;
endmodule
==> design/flow/run.sh <==
#!/bin/bash
# OpenROAD 26Q1-2900-gdf79404cd8, Yosys 0.63+post, stock flow scripts
make -C /OpenROAD-flow-scripts/flow DESIGN_CONFIG=/design/flow/config.mk WORK_HOME=/design/flow/orfs finish
==> design/flow/config.mk <==
export PLATFORM = sky130hd
export DESIGN_NAME = async_counter
export DESIGN_NICKNAME = async_counter
export VERILOG_FILES = /design/flow/design.v
export SDC_FILE = /design/flow/constraint.sdc
export NUM_CORES = 4
export LEC_CHECK = 1
export CORE_AREA = 10 10 70 70
export DIE_AREA = 0 0 80 80
==> design/flow/constraint.sdc <==
current_design async_counter

set clk_period 1.0
set clk_io_pct 0.2

create_clock -name clk0 -period $clk_period [get_ports {In1}]

set non_clock_inputs [all_inputs -no_clocks]
set_input_delay [expr $clk_period * $clk_io_pct] -clock clk0 $non_clock_inputs
set_output_delay [expr $clk_period * $clk_io_pct] -clock clk0 [all_outputs]
==> Changelog: implementation <==
### Physical design

- Status: completed
- Fin area: ~470 um^2
- Initial DRC Count: 3
- Comb gates: 0
- Number of nets with antenna violations after routing: 0
- Post-Syn Area: roughly 300 um^2
- Final min period: around 0.8 ns
- # hold bufs at CTS: 0
- Skew-Pair Late Insertion Delay: 0 ns
- CTS clk-pin slew, worst paths: 0 ns
- Die y size: roughly 80 um
- Worst setup EP type: output port
- Synth cell types: 3
- Top area cell types: dfrtn_1 (77%), inv_1 (14%), dfrtp_1 (8.6%)
- Final setup TNS: 0 ns
- Vias: ~170
- Unrepaired setup endpoints after global routing: false
- Slew @ Worst Pin: 0.132 ns
- Met2 usage: 1.85%
- Peak supply drop: about 0.00018 V
- Vias in the first global route: between 150 and 200
- Area share, top type: between 70% and 80%
- # IOs: 13
- Critical path type: register to output port
- Ant diodes: 0
- Data required time of the worst path: 0.80 ns
- Worst path top cell family by delay: flip-flops
- WL per Instance: approximately 6.6 um
- Cells after Synth: 21
- GRT busiest layer: met1
- Synthesis-to-layout area growth: 62.2%
- Mean post-synth cell area: ~14 um^2
- Max-cap violations: 0
- Slew Viols, Final: 0
- Pwr dens: approximately 120 nW/um^2
- Top reg by flops: count
- Crit path arrival time: approximately 0.60 ns
- Startpoint types: register
- Chip Area: roughly 6400 um^2
- Clock skew: 0 ns
- Final setup fails: 0
- Fraction of layout cells with a size suffix above 1: around 6%
- Worst path bufs/invs: 1
- First-pass detailed-route iteration total: 2
- Setup WS pre-CTS: -0.0115 ns
- DRC viols: 0
- Largest register FFs: 10
- Power Total: 56.7 uW
- Final wirelength: approximately 530 um
- Relative slew margins: 91.2%
- Worst path max stage delay: approximately 0.35 ns
- Total GRT Usage: under 10%
- Crit path cell chain: dlygate4sd2_1
- Seq/Total Area, Yosys: 85.8%
- Setup ws final: 0.204 ns
- Chip width: roughly 80 um
- Vias per cell: roughly 2.2
- First-pass GRT wire length: around 880 um
- Endpoints failing hold: 0
- DP Wirelength: 485 um
- Fin crit share: slightly below 80%
- Critical path's slowest cell: dfrtp_1
- Max FO, Critical Path: 2
- Antenna violations before repair: 0
- OpenROAD warnings: 29
- Flops out of synthesis: 10
- Highest Clock Rate: roughly 1.3 GHz
- Logic area: 0 um^2
- Number of register pins that no clock reaches: 9
- Placed inst area: approximately 470 um^2
- Initial Util: 8.53%
- HP Class: primary input to async pin
- Yosys cell count: 21
- Top flop regs: count (10)
- GR Util met1: 2.53%
- Core area: between 3000 and 4000 um^2
- P_leak: approximately 0.00021 uW
- Top cells excl fill/tap: inv_1 (11), clkdlybuf4s50_1 (10), dfrtn_1 (9)
- YS chip area: between 200 and 300 um^2
- Largest net degree at the start of global routing: 10
- Standard-cell row count: 21
- Leading area contributor after synthesis: dfrtn_1
- Met3 Use GR: 1.25%
- Yosys warns: 1
- Buffers on Ports: 11
- GPL Wtd Cong: around 0.72
- Grt ovf: 0
- Commonest Layout Cell: inv_1
- Endpoints left unconstrained: 18
-- what timing repair did --
action	in CTS	in global routing
setup buffers	1	0
gates resized	1	0
setup endpoints to repair	1	0
-- worst paths after layout --
kind	startpoint	endpoint	cells after the start	slack, ns
min in group clk0	count[0]	count[0]	2	0.50
max	count[0]	q[0]	1	0.20
min reg2reg	count[0]	count[0]	2	0.50
min	reset	count[0]	2	0.40
max in group asynchronous	reset	count[0]	2	0.46
max reg2reg	count[0]	count[0]	2	0.41
-- per-stage QoR --
step           hold slack (ns)  cells  util (%)
2_1_floorplan           0.0400     21         -
3_3_place_gp             0.384     79      13.7
3_5_place_dp             0.386     79      13.7
4_1_cts                  0.394     80      13.8
5_1_grt                  0.415     80      13.8
6_report                 0.398     80      13.8
-- where the power goes --
group / internal, uW / total (uW) / switching [uW]
registers: 41.1 / 41.1 / 0
clock network: 0 / 0 / 0
logic: 6.24 / 15.6 / 9.32
total: 47.4 / 56.7 / 9.32
-- layout make-up --
| type | instances | area [um^2] |
|---|---|---|
| fill | 394 | 2940 |
| inverter | 11 | 41.3 |
| sequential | 10 | 250 |
| tap | 46 | 57.6 |
| timing repair buffer | 13 | 124 |
-- Yosys cell counts (all sizes together) --
cell   number
inv        11
dfrtn       9
dfrtp       1
-- cell families after synthesis --
kind of cell | share of synthesized area, %
buffers and inverters | 14.2
DFF | 85.8
-- metal layers --
layer / vias to the layer above / share of wire, %
met5: - / 0
met4: 0 / 0
met3: 0 / 24
met2: 12 / 24
met1: 80 / 52
li1: 80 / -
No activity file was given, so power comes from the tool's default toggle rates.
